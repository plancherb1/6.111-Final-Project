==> flow/design.v <==
`timescale 1ns / 1ps
module median_5
	(input [7:0] data1,
	 input [7:0] data2,
	 input [7:0] data3,
	 input [7:0] data4,
	 input [7:0] data5,
	 input clock,
	 input reset,
	 input enable,
	 output reg done,
	 output reg [7:0] median);
	wire [7:0] mid1;
	wire [7:0] mid2;
	wire [7:0] mid3;
	mid3_of5 mid3o5 (.data1(data1),
					     .data2(data2),
						  .data3(data3),
						  .data4(data4),
						  .data5(data5),
						  .mid1(mid1),
						  .mid2(mid2),
						  .mid3(mid3));
	reg [19:0] mid1_sized;
	reg [19:0] mid2_sized;
	reg [19:0] mid3_sized;
	wire [19:0] median_big;
	median_3 m3 (.data1(mid1_sized),
					 .data2(mid2_sized),
					 .data3(mid3_sized),
					 .median(median_big));
	reg [4:0] state;
	parameter IDLE 	= 4'h0;
	parameter MID		= 4'h1;
	parameter MEDIAN 	= 4'h2;
	always @(posedge clock) begin
		if (reset) begin
         state <= IDLE;
			done <= 0;
			median <= 8'h00;
			mid1_sized <= 20'h00000;
			mid2_sized <= 20'h00000;
			mid2_sized <= 20'h00000;
      end
		else begin
         case (state)
            MID: begin
               state <= MEDIAN;
					mid1_sized <= {12'h000,mid1};
					mid2_sized <= {12'h000,mid2};
					mid3_sized <= {12'h000,mid3};
            end
				MEDIAN: begin
					median <= median_big[7:0];
					done <= 1;
					state <= IDLE;
				end
				default: begin
					if (enable) begin
						state <= MID;
						done <= 0;
						mid1_sized <= 20'h00000;
						mid2_sized <= 20'h00000;
						mid2_sized <= 20'h00000;
					end
				end
			endcase
		end
	end
endmodule
`timescale 1ns / 1ps
module mid3_of5
	(input [7:0] data1,
	 input [7:0] data2,
	 input [7:0] data3,
	 input [7:0] data4,
	 input [7:0] data5,
	 output [7:0] mid1,
	 output [7:0] mid2,
	 output [7:0] mid3);
	 wire min1;
	 wire max1;
	 wire min2;
	 wire max2;
	 wire min3;
	 wire max3;
	 wire min4;
	 wire max4;
	 wire min5;
	 wire max5;
	 assign min1 = (data2 > data1) && (data3 > data1) &&
						 (data4 > data1) && (data5 > data1);
	 assign min2 = (data1 > data2) && (data3 > data2) &&
						 (data4 > data2) && (data5 > data2);
	 assign min3 = (data1 > data3) && (data2 > data3) &&
						 (data4 > data3) && (data5 > data3);
	 assign min4 = (data1 > data4) && (data2 > data4) &&
						 (data3 > data4) && (data5 > data4);
	 assign max1 = (data2 < data1) && (data3 < data1) &&
						 (data4 < data1) && (data5 < data1);
	 assign max2 = (data1 < data2) && (data3 < data2) &&
						 (data4 < data2) && (data5 < data2);
	 assign max3 = (data1 < data3) && (data2 < data3) &&
						 (data4 < data3) && (data5 < data3);
	 assign max4 = (data1 < data4) && (data2 < data4) &&
						 (data3 < data4) && (data5 < data4);
	 assign min5 = !min1&!min2&!min3&!min4;
	 assign max5 = !max1&!max2&!max3&!max4;
	 wire boundry1;
	 wire boundry2;
	 wire boundry3;
	 wire boundry4;
	 wire boundry5;
	 assign boundry1 = min1 | max1;
	 assign boundry2 = min2 | max2;
	 assign boundry3 = min3 | max3;
	 assign boundry4 = min4 | max4;
	 assign boundry5 = min5 | max5;
	 assign mid1 = !boundry1 ? data1 : (!boundry2 ? data2 : data3);
	 assign mid2 = !boundry4 ? data4 : (!boundry3 ? data3 : data2);
	 assign mid3 = !boundry5 ? data5 : (!boundry1&!boundry2 ? data2 : data3);
endmodule
`timescale 1ns / 1ps
module median_3
	(input [19:0] data1,
	 input [19:0] data2,
	 input [19:0] data3,
	 output [19:0] median);
	 wire min1;
	 wire max1;
	 wire comp23;
	 assign min1 = (data2 > data1) && (data3 > data1);
	 assign max1 = (data2 < data1) && (data3 < data1);
	 assign comp23 = data3 > data2;
	 wire med1;
	 wire med2;
	 assign med1 = !(min1 || max1);
	 assign med2 = (min1 && comp23) || (max1 && (!comp23));
	 assign median = med1 ? data1 : (med2 ? data2 : data3);
endmodule
==> flow/run.sh <==
#!/bin/bash
# OpenROAD 26Q1-2900-gdf79404cd8, Yosys 0.63+post, stock flow scripts
make -C /OpenROAD-flow-scripts/flow DESIGN_CONFIG=/design/flow/config.mk WORK_HOME=/design/flow/orfs finish
==> flow/config.mk <==
export PLATFORM = sky130hd
export DESIGN_NAME = median_5
export DESIGN_NICKNAME = median_5
export VERILOG_FILES = /design/flow/design.v
export SDC_FILE = /design/flow/constraint.sdc
export NUM_CORES = 4
export LEC_CHECK = 1
export CORE_UTILIZATION = 30
==> flow/constraint.sdc <==
current_design median_5

set clk_period 8.5
set clk_io_pct 0.2

create_clock -name clk0 -period $clk_period [get_ports {clock}]

set non_clock_inputs [all_inputs -no_clocks]
set_input_delay [expr $clk_period * $clk_io_pct] -clock clk0 $non_clock_inputs
set_output_delay [expr $clk_period * $clk_io_pct] -clock clk0 [all_outputs]
==> commit_impl_results.txt <==
Store results of the implementation flow

* Status: complete, no violations
- Static leakage power: 2.229 nW
- For the finished layout, the period the worst path requires is 4.725 ns.
* Total power density per cell area: 121.6 nW/um^2
- Final routed wire length divided by cell count: 17.80 microns
- Main area contributors after synthesis: sky130_fd_sc_hd__ha_1 (29%), sky130_fd_sc_hd__dfxtp_1 (13%), sky130_fd_sc_hd__edfxtp_1 (5.4%), sky130_fd_sc_hd__inv_1 (4.7%), sky130_fd_sc_hd__nand4_1 (4.1%)
- CP Class: input port to flip-flop
- Synthesis handed over a netlist of 496 instances.
- Highest attainable clock frequency: 211.7 MHz
* Number of max-slew violations in the final report: 0
- Per the timing report, the most critical flop-to-flop path originates at mid3_sized[1].
- Asr flop ratio synth: 0%
- Main synth FF type: sky130_fd_sc_hd__dfxtp_1
- The initial antenna violation count is 0.
* Relative slew slack: 32.19%
* EDFF count, synth: 8
- Yosys chip area: 4429 sq um
- Starting utilization of the core area: 30.59%
- Number of cell instances after yosys synthesis: 496
* Worst min-delay path startpoint: state[0]
* Number of global-route vias before repair: 3,929
- The placement summary gives the final routability congestion estimate as 0.9650.
* Number of design-rule violations left by the first detailed-router iteration: 324
- Netlist Area Pre-Place: 4429 sq um
* Unrepaired setup endpoints after global routing: no
- Half-perimeter wire length after placement: 11.10 mm
- At the later pin of the worst-skew pair, clock insertion delay measures 0.28 ns.
- Row generation in the floorplan step produced 44 rows.
- After synthesis, flip-flops and latches occupy 18.08% of the total area.
- Root buffer cell: sky130_fd_sc_hd__clkbuf_16
- Combinational cells account for 38.1% of the total power.
- FA/HA/MAJ Cells, Area Fraction: 29.38%
* Setup violation total in the final timing report: 0
* Longest Clk Path Bufs: 2
- For this block, the via count after detailed routing is 4,086.
- Switching power of the nets: 212.9 uW
* Reg clk slew, reported paths: 0.06 ns
- Die Span X: 123.5 microns
- The routed layout reports a DRC error count of 0.
- DRT Wirelength: 13.03 mm
- The power report lists cell-internal power as 431.0 uW.
- Global-route congestion overflow total: 0
- Summing the areas of all and, or, nand and nor instances in the mapped netlist gives 16.16% of the synthesized area.
* Critical path launch point: data4[7]
- Worst hold slack across all endpoints: 0.4393 ns
* Power share of the clock group: 32.2%
- The die is 123.5 microns tall.
- Area of all placed cells without fillers: 5296 sq um
- In this run the worst path has a maximum fanout of 8.
- Chip footprint: 15,250 sq um
- Number of hold buffers added after cts: 0
- Maximum number of pins on one net before global-route repair: 17
- For this run, the number of Yosys warnings is 1.
- Each instance of the synthesized netlist takes up on average 8.930 sq um.
- The transition time recorded at the tightest slew-check pin is 1.011 ns.
- The number of antenna diodes in the final layout is 0.
- Iteration count of the initial detailed-routing pass: 7
* Crit end category: flip-flop
- Antenna-violating nets left: 0
- The CTS report gives the tree buffer count as 5.
- Post-synthesis to final-layout area growth: 19.58%
- Worst supply voltage drop on vdd: 0.09132 mV
- The layout summary lists the proportion of cells stronger than drive strength 1 as 8.212%.
* Global-route total usage across every layer: 18.04%
- Crit path arrival time: 4.75 ns
* Kind of start point of the critical path: input port
* H-tree lvl count: 2
* Max-Cap Viols: 0
- Placed cell areas: 5129 sq um
- Standard cell core area: 14,480 sq um
* Synth Register Bits: 36
* Most area-hungry cell type in the Yosys netlist: sky130_fd_sc_hd__ha_1
* XOR/XNOR Fraction of Synth Area: 0%
* Share of power burned in registers: 29.6%
- Dominant combinational cell family by area after synthesis: adder cells
- Tally of OpenROAD warnings: 25
* Type of the worst min-delay path: flip-flop to flip-flop
* Post-CTS repair timing setup buffer count: 0
* CP Data Required Time: 8.53 ns
- First-pass GRT wire length: 20.60 mm
- Fraction of power spent switching nets: 33.07%
- Ratio of final minimum period to clock period: 55.58%
- Dividing the detail-routed via count by the number of cells gives 5.582.
- Fraction of synthesized area in multiplexers: 6.441%
- Cell with the most instances after synthesis: sky130_fd_sc_hd__ha_1
- Gates resized, CTS repair: 0
* Area share of the largest cell type after synthesis: 29.38%
* Port buffer count: 51
- For reference, the top cells by count after synthesis are sky130_fd_sc_hd__ha_1 (104), sky130_fd_sc_hd__inv_1 (55), sky130_fd_sc_hd__a21oi_1 (33).
- Number of sinks on the clock net: 36
* Synth cell types: 57
* Clk_skew: 0.001483 ns
* Number of top-level design ports: 52
- The final layout reports a setup TNS of 0 ns.
- CTS tree: done
- Endpoints failing hold: 0
* AND-OR/OR-AND share of the synthesized area: 24.18%
-- routing by layer --
layer / vias up / share of wire (%) / GRT usage [%]
met3: 18 / 4.9 / 1.742
met2: 136 / 46 / 29.57
met4: 0 / 2.3 / 4.217
met5: - / 0 / 0
met1: 1913 / 47 / 25.65
li1: 2019 / - / -
-- critical path, cell delays in order --
cell and delay [ns]:
sky130_fd_sc_hd__clkdlybuf4s50_1 0.56, sky130_fd_sc_hd__inv_1 0.15, sky130_fd_sc_hd__ha_1 0.32, sky130_fd_sc_hd__nand4_1 0.23, sky130_fd_sc_hd__a21oi_1 0.41, sky130_fd_sc_hd__a211oi_1 0.16, sky130_fd_sc_hd__or4_1 0.54, sky130_fd_sc_hd__nand3_1 0.17
sky130_fd_sc_hd__o21ai_4 0.15, sky130_fd_sc_hd__mux2_4 0.35
-- cells in the final DEF, fill, tap and decap left out, types with 2 or more instances in the layout --
| cell type | n |
|---|---|
| sky130_fd_sc_hd__a211oi_1 | 6 |
| sky130_fd_sc_hd__a21o_1 | 9 |
| sky130_fd_sc_hd__a21oi_1 | 33 |
| sky130_fd_sc_hd__a21oi_2 | 3 |
| sky130_fd_sc_hd__a222oi_1 | 8 |
| sky130_fd_sc_hd__a32o_1 | 8 |
| sky130_fd_sc_hd__and2_1 | 2 |
| sky130_fd_sc_hd__clkbuf_16 | 5 |
| sky130_fd_sc_hd__clkdlybuf4s50_1 | 51 |
| sky130_fd_sc_hd__dfxtp_1 | 28 |
| sky130_fd_sc_hd__edfxtp_1 | 8 |
| sky130_fd_sc_hd__ha_1 | 104 |
| sky130_fd_sc_hd__inv_1 | 55 |
| sky130_fd_sc_hd__mux2_4 | 7 |
| sky130_fd_sc_hd__mux2i_1 | 18 |
| sky130_fd_sc_hd__nand2_1 | 25 |
| sky130_fd_sc_hd__nand2_2 | 2 |
| sky130_fd_sc_hd__nand3_1 | 15 |
| sky130_fd_sc_hd__nand4_1 | 29 |
| sky130_fd_sc_hd__nor2_1 | 21 |
| sky130_fd_sc_hd__nor2b_1 | 13 |
| sky130_fd_sc_hd__nor3_1 | 3 |
| sky130_fd_sc_hd__nor4_1 | 2 |
| sky130_fd_sc_hd__o211ai_1 | 8 |
| sky130_fd_sc_hd__o21a_1 | 6 |
| sky130_fd_sc_hd__o21ai_0 | 24 |
| sky130_fd_sc_hd__o21ai_1 | 2 |
| sky130_fd_sc_hd__o21ba_2 | 2 |
| sky130_fd_sc_hd__o21bai_1 | 5 |
| sky130_fd_sc_hd__o221ai_2 | 8 |
| sky130_fd_sc_hd__o22ai_1 | 3 |
| sky130_fd_sc_hd__o311ai_0 | 7 |
| sky130_fd_sc_hd__or4_4 | 2 |
-- layout make-up --
type	count	area [sq um]
inverters	55	206.4
clock inverters	3	42.54
clock buffers	5	125.1
multi-input cells	397	3373
well taps	184	230.2
flip-flops and latches	36	800.8
fillers	1418	9183
repair buffers	52	518.0
-- path summary, 6_finish.rpt --
check / endpoint / slack, ns / cells after the start
worst max register to register: median[0] / 5.67 / 9
worst min register to register: state[2] / 0.44 / 2
worst max-delay path: mid3_sized[1] / 3.78 / 10
worst min-delay path: state[2] / 0.44 / 2
-- sequential cells by signal (all words and copies together), names as in the netlist --
name,count
done,1
mid3_sized,8
mid1_sized,8
state,3
mid2_sized,8
median,8
-- through the flow --
stage / cells / total power, mW / setup WS, ns / util, %
3_3_place_gp: 724 / 0.4303 / 3.540 / 35.42
6_report: 732 / 0.6439 / 3.775 / 36.58
2_1_floorplan: 496 / 0.3582 / 4.500 / -
3_5_place_dp: 724 / 0.4370 / 3.525 / 35.42
4_1_cts: 732 / 0.6449 / 3.825 / 36.58
5_1_grt: 732 / 0.6808 / 3.595 / 36.58
-- power groups by stage --
stage | Clock (mW) | Combinational (mW) | Sequential (mW)
final | 0.208 | 0.245 | 0.191
after global routing | 0.217 | 0.272 | 0.192
after CTS | 0.210 | 0.244 | 0.191
-- cells by family (layout without fill, tap and decap cells) --
| kind of cell | count (synthesis) | after routing |
|---|---|---|
| mux | 25 | 25 |
| fa+ha+maj | 104 | 104 |
| flops | 36 | 36 |
| buf+inv | 63 | 115 |
| simple gates | 126 | 126 |
| compound gates | 142 | 142 |
Power figures rest on the tool's default switching activity, not on a simulated workload.
