--- flow/design.v ---
`timescale 1ns / 1ps
module polar_to_cartesian
    (input [11:0] r_theta,  
     output reg signed [8:0] x_value,  
     output reg signed [8:0] y_value);
	parameter POS = 9'sb0_0000_0001;
	parameter NEG = 9'sb1_1111_1111;
   parameter ZERO = 9'sb0_0000_0000;
   wire [31:0] rsin_15deg;  
   wire [31:0] rsin_30deg;  
   wire [31:0] rsin_45deg;  
   wire [31:0] rsin_60deg;  
   wire [31:0] rsin_75deg;  
   assign rsin_15deg = (r_theta[7:0]*66) >> 8;  
   assign rsin_30deg = r_theta[7:0] >> 2;  
   assign rsin_45deg = (r_theta[7:0]*181) >> 8;             
   assign rsin_60deg = (r_theta[7:0]*222) >> 8;  
   assign rsin_75deg = (r_theta[7:0]*247) >> 8;
   always @(*) begin
      case (r_theta[11:8])
         4'h1: begin  
            x_value = POS*rsin_75deg[7:0]; 
            y_value = POS*rsin_15deg[7:0];
         end
         4'h2: begin  
            x_value = POS*rsin_60deg[7:0]; 
            y_value = POS*rsin_30deg[7:0];
         end
         4'h3: begin  
            x_value = POS*rsin_45deg[7:0]; 
            y_value = POS*rsin_45deg[7:0];
         end
         4'h4: begin  
            x_value = POS*rsin_30deg[7:0]; 
            y_value = POS*rsin_60deg[7:0];
         end
         4'h5: begin  
            x_value = POS*rsin_15deg[7:0]; 
            y_value = POS*rsin_75deg[7:0];
         end
         4'h6: begin  
            x_value = POS*ZERO; 
            y_value = POS*r_theta[7:0];
         end
         4'h7: begin  
            x_value = NEG*rsin_15deg[7:0]; 
            y_value = POS*rsin_75deg[7:0];
         end
         4'h8: begin  
            x_value = NEG*rsin_30deg[7:0]; 
            y_value = POS*rsin_60deg[7:0];
         end
         4'h9: begin  
            x_value = NEG*rsin_45deg[7:0]; 
            y_value = POS*rsin_45deg[7:0];
         end
         4'hA: begin  
            x_value = NEG*rsin_60deg[7:0]; 
            y_value = POS*rsin_30deg[7:0];
         end
         4'hB: begin  
            x_value = NEG*rsin_75deg[7:0]; 
            y_value = POS*rsin_15deg[7:0];
         end
         4'hC: begin  
            x_value = NEG*r_theta[7:0]; 
            y_value = ZERO;
         end
         default: begin  
            x_value = POS*r_theta[7:0]; 
            y_value = ZERO;
         end
      endcase
   end
endmodule
`timescale 1ns / 1ps
module roughly_equal_locations(
   input clock,
   input reset,
   input enable,
   input [11:0] loc_1,
   input [11:0] loc_2,
   output reg done,
   output reg equal
   );
   reg [3:0] state;
   parameter IDLE    = 4'h0;
   parameter PTC     = 4'h1;
   parameter DELTAS  = 4'h2;
   parameter D_2     = 4'h3;
   parameter COMP    = 4'h4;
   reg signed [8:0] loc_1_x;
	reg signed [8:0] loc_1_y;
	reg signed [8:0] loc_2_x;
	reg signed [8:0] loc_2_y;
	wire signed [8:0] loc_1_x_t;
	wire signed [8:0] loc_1_y_t;
	wire signed [8:0] loc_2_x_t;
	wire signed [8:0] loc_2_y_t;
	polar_to_cartesian ptc_original (.r_theta(loc_1),.x_value(loc_1_x_t),.y_value(loc_1_y_t));
	polar_to_cartesian ptc_final (.r_theta(loc_2),.x_value(loc_2_x_t),.y_value(loc_2_y_t));   
   reg [11:0] dx;
   reg [11:0] dy;
   reg [23:0] dx_2;
   reg [23:0] dy_2;
   parameter MAX_DISTANCE_FOR_EQUAL = 6;
   parameter MAX_DISTANCE_FOR_EQUAL_2 = MAX_DISTANCE_FOR_EQUAL * MAX_DISTANCE_FOR_EQUAL;
   always @(posedge clock) begin
      if (reset) begin
         equal <= 0;
         done <= 0;
      end
      else begin
         case (state)
            PTC: begin
               loc_1_x <= loc_1_x_t;
               loc_1_y <= loc_1_y_t;
               loc_2_x <= loc_2_x_t;
               loc_2_y <= loc_2_y_t;
					state <= DELTAS;
            end
            DELTAS: begin
               dx <= (loc_1_x > loc_2_x) ? (loc_1_x - loc_2_x) : (loc_2_x - loc_1_x);
               dy <= (loc_1_y > loc_2_y) ? (loc_1_y - loc_2_y) : (loc_2_y - loc_1_y);
					state <= D_2;
            end
            D_2: begin
               dx_2 <= dx*dx;
               dy_2 <= dy*dy;
					state <= COMP;
            end
            COMP: begin
               equal <= MAX_DISTANCE_FOR_EQUAL_2 >= dx_2 + dy_2;
               done <= 1;
               state <= IDLE;
            end
            default: begin
               equal <= 0;
               done <= 0;
               if (enable) begin
                  state <= PTC;
               end
            end
         endcase
      end
   end
endmodule
--- flow/run.sh ---
#!/bin/bash
# OpenROAD 26Q1-2900-gdf79404cd8, Yosys 0.63+post, stock flow scripts
make -C /OpenROAD-flow-scripts/flow DESIGN_CONFIG=/design/flow/config.mk WORK_HOME=/design/flow/orfs finish
--- flow/config.mk ---
export PLATFORM = sky130hd
export DESIGN_NAME = roughly_equal_locations
export DESIGN_NICKNAME = roughly_equal_locations
export VERILOG_FILES = /design/flow/design.v
export SDC_FILE = /design/flow/constraint.sdc
export NUM_CORES = 4
export LEC_CHECK = 1
export CORE_UTILIZATION = 30
--- flow/constraint.sdc ---
current_design roughly_equal_locations

set clk_period 10.8
set clk_io_pct 0.2

create_clock -name clk0 -period $clk_period [get_ports {clock}]

set non_clock_inputs [all_inputs -no_clocks]
set_input_delay [expr $clk_period * $clk_io_pct] -clock clk0 $non_clock_inputs
set_output_delay [expr $clk_period * $clk_io_pct] -clock clk0 [all_outputs]
==> results.txt <==
Purpose: to document the outcome of synthesis and place and route.

Placed design
After its last routability iteration, the placer logged a weighted congestion of 1.00. The quantity of I/O buffers inserted on ports is 28. Summed over all nets, the half-perimeter wirelength after detailed placement is 58300 µm. The placement-stage worst setup slack is 0.157 ns. Once placement completed, the tool counted placed cells totaling 4549. Summing all placed instances gives a cell area of 32000 µm².

Clocking
Once the clock tree was built, the setup fixing pass inserted 0 buffers. The clock tree has to reach 107 sinks. The master cell of the clock root buffer is sky130_fd_sc_hd__clkbuf_16. The clock passes through at most 2 buffers. The number of clock buffers inserted by TritonCTS is 9. Looking at the worst setup and hold paths, the clock pins of their registers show a slew of 0.08 ns. TritonCTS built the clock tree. The deepest level of the CTS H-tree is 3. The clock latency at the later pin of the worst-skew pair is 0.37 ns.

Detailed routing
In the log, the iteration count for the first detailed-route pass is 7. The total via count after detailed routing is 21200. The final antenna diode tally reported by the flow is 0. The vias per cell is 4.64. The number of nets with antenna violations after routing is 0. The initial DRC count is 1082. The routed length per instance is 14.6 µm. The final routed wirelength across all metal layers is 66600 µm. Per the detail_route report, DRC violations left total 0.

Floorplan
The vertical die dimension is 317 µm. During I/O placement, the number of pins put on the boundary was 29. The region available for standard cell placement spans 98300 µm². Per the OpenROAD floorplan log, the area of the die is 100000 µm². The standard-cell row count is 115. The floorplan step records an initial core utilization of 0.302.

The width of the die is 317 µm.

Logic synthesis
The portion of synthesized cell area occupied by the leading cell type is 0.275. The leading area contributor after synthesis is sky130_fd_sc_hd__fa_1. Per Yosys stat, the portion of area used by sequential elements is 0.107. The tally of yosys warning messages is 2. The mean area per synthesized cell is 9.26 µm². After synthesis the netlist holds a flip-flop and latch count of 107. By area the synthesized netlist is led by sky130_fd_sc_hd__fa_1 (27%), sky130_fd_sc_hd__ha_1 (23%), sky130_fd_sc_hd__edfxtp_1 (10%). For this run, the chip area from Yosys synthesis comes to 29700 µm². The synthesized netlist occupies a cell area of 29700 µm². The count of unique library cells instantiated by Yosys is 78. The fraction of registers with async set or reset after synthesis is 0. The post-synth count of flops with an enable pin is 103. The total cells reported by yosys after synthesis is 3210. Synthesis produced 3210 cells.

The prevailing post-synth register cell is sky130_fd_sc_hd__edfxtp_1.

Final layout
The area overhead of the layout relative to synthesis is 8.68%. Leaving out filler cells and counting taps, the final layout contains 4565. Leaving out fill and tap cells, the most frequent cell in the layout is sky130_fd_sc_hd__inv_1. For this run, the share of the core covered by cells in the final layout is 0.329.

The post-layout instance area is 32300 µm². In the layout the commonest cells are sky130_fd_sc_hd__inv_1 (803), sky130_fd_sc_hd__ha_1 (545), sky130_fd_sc_hd__fa_1 (408). Of the cells placed in the final design, the portion with a size suffix greater than 1 is 0.0372.

Setup path
The worst setup path category is input port to flop. The cell type of the slowest stage on the worst timing path is sky130_fd_sc_hd__fa_1. The report shows a maximum critical-path fanout of 12.

In this run the worst setup path begins at loc_2[2]. The critical path endpoint has a required time of 10.92 ns. The setup slack of the most critical reg-to-reg path is 4.80 ns. The most numerous cell type found on the critical path is sky130_fd_sc_hd__fa_1. The longest incremental delay of any stage on the critical path is reported as 0.54 ns. The reg-to-reg critical path startpoint is dy[10].

The data arrival time of the critical path is 10.33 ns. The nature of the critical path startpoint is an input port. The critical path endpoint category is a flop.

Global routing
In the global route stage, overall resource usage came out at 0.146. The maximum number of pins on one net before global-route repair is 47. The wire length of the first global-routing pass is 113000 µm. After global routing the overflow that remains totals 0. The initial antenna violation count is 2. The via count of the first global-routing pass was 21800.

STA
The clock period could shrink to 10.20 ns. The worst slew margin relative to its limit is 0.425. Between clock sinks in the finished design, the worst skew comes to 0.00905 ns. The transition time at the pin with the least slew margin is 0.856 ns.

The maximum achievable frequency is 98.0 MHz. The final count of negative-setup-slack endpoints is 0. The final total negative setup slack is 0 ns. The post-route fraction of the period consumed by the critical path is 0.945. Across all setup checks in the final design, the least slack found is 0.596 ns. Per the final report, max-transition violations number 0. The number of endpoints with negative hold slack in the final report is 0. Setup repair after global routing left no endpoint under its margin.

Job
The number of warnings in the stage logs is 69. The max capacitance violation total is 0.

Min path
Per the hold report, the tightest min-delay path originates at state[0]. The class of the tightest hold or removal check is flop to flop.

Run status
The flow ran to the end, and the final reports show no timing, DRC or antenna violations.
==> critical path, delay by kind of cell <==
| family | cells | cell delay, ns |
|---|---|---|
| simple gates | 2 | 0.13 |
| buf+inv | 9 | 1.04 |
| fa+ha+maj | 10 | 4.52 |
| compound gates | 10 | 2.17 |
| xor+xnor | 2 | 0.34 |
==> through the flow <==
step / hold slack [ns]
after global routing: 0.508
after detailed placement: 0.453
final: 0.470
after global placement: 0.449
after floorplan: 0.432
after CTS: 0.476
==> path summary, 6_finish.rpt <==
check,end,cells after the start
worst max-delay path,loc_2_x[7],33
worst min-delay path,state[3],2
worst max register to register,dy_2[22],19
worst min register to register,state[3],2
==> logic make-up after synthesis <==
group,synth area share
fa+ha+maj,0.504
buf+inv,0.108
simple gates,0.0881
compound gates,0.120
xor+xnor,0.0669
flops,0.107
mux,0.00632
==> registers in the layout (all words and copies together), names as in the netlist <==
register and cells:
done 1, dx 10, dx_2 23, dy 10, dy_2 23, equal 1
loc_1_x 9, loc_1_y 8, loc_2_x 9, loc_2_y 8, state 5
==> cells in the mapped netlist (6+ instances only) <==
| master | count |
|---|---|
| sky130_fd_sc_hd__edfxtp_1 | 103 |
| sky130_fd_sc_hd__a22o_1 | 9 |
| sky130_fd_sc_hd__o221ai_1 | 13 |
| sky130_fd_sc_hd__nand2b_1 | 28 |
| sky130_fd_sc_hd__nand4_1 | 10 |
| sky130_fd_sc_hd__a21boi_0 | 7 |
| sky130_fd_sc_hd__o21bai_1 | 18 |
| sky130_fd_sc_hd__fa_1 | 408 |
| sky130_fd_sc_hd__nor2_1 | 128 |
| sky130_fd_sc_hd__a221oi_1 | 14 |
| sky130_fd_sc_hd__mux2i_1 | 12 |
| sky130_fd_sc_hd__and3_1 | 9 |
| sky130_fd_sc_hd__o21a_1 | 21 |
| sky130_fd_sc_hd__o21ai_0 | 79 |
| sky130_fd_sc_hd__xnor2_1 | 173 |
| sky130_fd_sc_hd__nor3_1 | 52 |
| sky130_fd_sc_hd__o211ai_1 | 17 |
| sky130_fd_sc_hd__a21oi_1 | 140 |
| sky130_fd_sc_hd__xor2_1 | 54 |
| sky130_fd_sc_hd__a21o_1 | 47 |
| sky130_fd_sc_hd__nand2_1 | 134 |
| sky130_fd_sc_hd__a211oi_1 | 13 |
| sky130_fd_sc_hd__nand3_1 | 34 |
| sky130_fd_sc_hd__a222oi_1 | 19 |
| sky130_fd_sc_hd__nor2b_1 | 31 |
| sky130_fd_sc_hd__and2_1 | 71 |
| sky130_fd_sc_hd__mux2_2 | 6 |
| sky130_fd_sc_hd__o31ai_1 | 13 |
| sky130_fd_sc_hd__or2_2 | 10 |
| sky130_fd_sc_hd__a31oi_1 | 12 |
| sky130_fd_sc_hd__or3_1 | 16 |
| sky130_fd_sc_hd__inv_1 | 803 |
| sky130_fd_sc_hd__o22a_1 | 8 |
| sky130_fd_sc_hd__ha_1 | 545 |
| sky130_fd_sc_hd__a22oi_1 | 23 |
| sky130_fd_sc_hd__clkbuf_1 | 43 |
| sky130_fd_sc_hd__o2111ai_1 | 7 |
==> repair_timing <==
action	in CTS	in global routing
resized	0	1
hold buffers	0	0
endpoints found under the setup margin	0	1
==> per-layer routing <==
metal	GRT usage	up-vias	wire length, µm
met5	0	-	27
met4	0.0262	4	1570
met3	0.0338	99	4480
met2	0.226	513	29500
met1	0.216	9952	31000
li1	-	10600	-
==> cell type report <==
| class | instances | area, µm² |
|---|---|---|
| Clock buffer | 9 | 225 |
| Clock inverter | 7 | 81.3 |
| Fill cell | 9968 | 66000 |
| Inverter | 803 | 3010 |
| Multi-Input combinational cell | 2251 | 23400 |
| Sequential cell | 107 | 3170 |
| Tap cell | 1287 | 1610 |
| Timing Repair Buffer | 101 | 828 |
